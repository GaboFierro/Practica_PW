`design/flow/design.v`:
```
module clk_divider #(
    parameter FREQ = 50_000_000
)(
    input clk,
    input rst,
    output reg clk_div
);
    reg [31:0] count;
    always @(posedge clk or posedge rst) begin
        if (rst) begin
            count <= 0;
            clk_div <= 0;
        end else if (count >= (FREQ/2 - 1)) begin
            count <= 0;
            clk_div <= ~clk_div;
        end else begin
            count <= count + 1;
        end
    end
endmodule
module contra (
    input clk,
    input [9:0] SW,                
    output reg [6:0] HEX0, HEX1, HEX2, HEX3, HEX4,
    output reg [9:0] LEDR
);
    localparam IDLE = 3'b000, DIGIT1 = 3'b001, DIGIT2 = 3'b010, 
               DIGIT3 = 3'b011, DIGIT4 = 3'b100, COMPLETE = 3'b101, ERROR = 3'b110;
    reg [2:0] current_state, next_state;
    reg [9:0] last_sw;
    reg [3:0] password [3:0];
    initial begin
        password[0] = 4'd0;  
        password[1] = 4'd1;  
        password[2] = 4'd2;  
        password[3] = 4'd3;  
    end
    wire [9:0] sw_rising_edge;
    assign sw_rising_edge = SW & ~last_sw;
    always @(posedge clk) last_sw <= SW;
    wire reset = SW[9];
    always @(posedge clk or posedge reset) begin
        if (reset) begin
            current_state <= IDLE;
        end else begin
            current_state <= next_state;
        end
    end
always @(*) begin
    case (current_state)
        IDLE: begin
            if (|sw_rising_edge) begin
                if (sw_rising_edge[password[0]]) 
                    next_state = DIGIT1;
                else
                    next_state = ERROR;         
            end else begin
                next_state = IDLE;
            end
        end
        DIGIT1: begin
            if (sw_rising_edge[password[1]]) 
                next_state = DIGIT2;
            else if (|sw_rising_edge) 
                next_state = ERROR; 
            else 
                next_state = DIGIT1;
        end
        DIGIT2: begin
            if (sw_rising_edge[password[2]]) 
                next_state = DIGIT3;
            else if (|sw_rising_edge) 
                next_state = ERROR;
            else 
                next_state = DIGIT2;
        end
        DIGIT3: begin
            if (sw_rising_edge[password[3]]) 
                next_state = COMPLETE;
            else if (|sw_rising_edge) 
                next_state = ERROR; 
            else 
                next_state = DIGIT3;
        end
        COMPLETE:
            next_state = IDLE;
        ERROR:
            next_state = IDLE;
        default:
            next_state = IDLE;
    endcase
end
    always @(posedge clk) begin
        case (current_state)
            IDLE: begin
                HEX0 <= 7'b1111111;
                HEX1 <= 7'b1111111;
                HEX2 <= 7'b1111111;
                HEX3 <= 7'b1111111;
                HEX4 <= 7'b1111111;
            end
            COMPLETE: 
				begin  
                HEX4 = 7'b1111_111;  
                HEX3 = 7'b0100_001;  
                HEX2 = 7'b1000_000;  
                HEX1 = 7'b1001_000; 
                HEX0 = 7'b0000_110;  
            end
            ERROR: 
				begin  
                HEX4 = 7'b0000_110;  
                HEX3 = 7'b0101_111;  
                HEX2 = 7'b0101_111;  
                HEX1 = 7'b0100_011;  
                HEX0 = 7'b0101_111;  
            end
            default: begin
                HEX0 <= 7'b1111111;
                HEX1 <= 7'b1111111;
                HEX2 <= 7'b1111111;
                HEX3 <= 7'b1111111;
                HEX4 <= 7'b1111111;
            end
        endcase
    end
    always @(*) begin
        LEDR = 10'b0000000000;  
        case (current_state)
            DIGIT1: LEDR[0] = 1'b1;
            DIGIT2: LEDR[1:0] = 2'b11;
            DIGIT3: LEDR[2:0] = 3'b111;
            DIGIT4: LEDR[3:0] = 4'b1111;
            COMPLETE: LEDR[3:0] = 4'b1111;
            ERROR: LEDR[3:0] = 4'b0000;
            default: LEDR[3:0] = 4'b0000;
        endcase
        LEDR[9] = SW[9];
    end
endmodule
module top_contra (
    input MAX10_CLK1_50,
    input [9:0] SW,
    output [6:0] HEX0, HEX1, HEX2, HEX3, HEX4,
    output [9:0] LEDR
);
    wire slow_clk;
    clk_divider #(.FREQ(50000000)) clk_div_inst (
        .clk(MAX10_CLK1_50),
        .rst(SW[9]),                     
        .clk_div(slow_clk)
    );
    contra fsm_inst (
        .clk(slow_clk),
        .SW(SW),
        .HEX0(HEX0),
        .HEX1(HEX1),
        .HEX2(HEX2),
        .HEX3(HEX3),
        .HEX4(HEX4),
        .LEDR(LEDR)                        
    );
endmodule
```
`design/flow/run.sh`:
```
#!/bin/bash
# OpenROAD 26Q1-2900-gdf79404cd8, Yosys 0.63+post, stock flow scripts
make -C /OpenROAD-flow-scripts/flow DESIGN_CONFIG=/design/flow/config.mk WORK_HOME=/design/flow/orfs finish
```
`design/flow/config.mk`:
```
export PLATFORM = sky130hd
export DESIGN_NAME = top_contra
export DESIGN_NICKNAME = top_contra
export VERILOG_FILES = /design/flow/design.v
export SDC_FILE = /design/flow/constraint.sdc
export NUM_CORES = 4
export LEC_CHECK = 1
export CORE_UTILIZATION = 30
```
`design/flow/constraint.sdc`:
```
current_design top_contra

set clk_period 3.5
set clk_io_pct 0.2

create_clock -name clk0 -period $clk_period [get_ports {MAX10_CLK1_50}]

set non_clock_inputs [all_inputs -no_clocks]
set_input_delay [expr $clk_period * $clk_io_pct] -clock clk0 $non_clock_inputs
set_output_delay [expr $clk_period * $clk_io_pct] -clock clk0 [all_outputs]
```
==> summary.txt <==
Observations from the implementation run.

Run status:
- The flow ran to the end, and the final reports show no timing, DRC or antenna violations.

Placed design:
- The placement stage leaves a total instance area of 2900 um^2.
- The placement summary gives the final routability congestion estimate as around 0.77.
- The run gives the post-detailed-placement half-perimeter wirelength as a little under 3000 um.
- The run puts the minimum setup slack after placement at 1.11 ns.
- The run gives the count of buffers inserted at the top-level ports as 44.
- The run puts the total instance count after detailed placement at 372.

Clock tree:
- The run puts the cts-stage hold buffer count at 0.
- The run puts the clock input transition at the sequential cells of the worst setup and hold paths at 0.06 ns.
- The run gives the total clock buffers created by CTS as 5.
- The run puts the maximum count of clock buffers along a single path at 2.
- The run puts the worst-skew pair later-pin latency at 0.28 ns.
- The run puts the count of H-tree levels built during CTS at 2.
- TritonCTS built the clock tree.
- Looking at the post-CTS report, the setup buffer insertion count equals 0.
- The run gives the number of resized instances in the post-cts repair step as 0.
- The cell sitting at the root of the clock tree is a clkbuf_8.

Detailed routing:
- The repair_antennas step left the layout with diodes totalling 0.
- The run puts the number of DRC markers in iteration 0 at 69.
- The run gives the detailed-route wire length per cell as ~11 um.
- The run gives the post-route DRC violation count as 0.
- The run puts the overall routed net length at 4360 um.
- The run gives the routed via count divided by cell count as between 4 and 5.
- The detailed router placed between 1.5k and 2k vias in this run.
- The first TritonRoute pass finished after 6 iterations.
- The run gives the number of nets still failing antenna checks after routing as 0.

Synth:
- The run puts the mux contribution to synthesized area at 0%.
- After synthesis, the largest family of logic cells by area is simple AND/OR/NAND/NOR gates.
- The run gives the synthesis warning total as 2.
- Yosys reported that registers with async set or reset make up between 70% and 80%.
- The main area contributors are dfrtp_1 (37%), buf_4 (11%), dfxtp_1 (11%), nor3_1 (4.3%), xnor2_1 (3.7%).
- In the Yosys stats the netlist draws on 45 distinct library cells.
- The run puts the post-synth tally of flip-flops with integrated enable at 0.
- Synthesis produced 251 cells.
- The run gives the xor and xnor fraction of the mapped netlist area as 4.76%.
- Post-synth the commonest register cell is dfrtp_1.
- The run puts the area figure in the yosys stat output at 2580 um^2.
- The run puts the number of standard cells reported by yosys at 251.
- Yosys reports that the most numerous cell types are buf_4 (38), dfrtp_1 (38), nor3_1 (22), dfxtp_1 (14).
- Yosys reported a register bit count of 53.
- Of the post-synthesis cell area, the dominant cell type holds between 30% and 40%.
- The run gives the fraction of the mapped netlist area in simple logic gates as 21.2%.
- Sequential cells were found to cover 48.8% of the synthesized design area.
- The run gives the adder-cell area share of the yosys netlist as less than 1%.
- The run puts the post-synthesis cell area at 2580 um^2.
- The run puts the post-synthesis share of cell area spent on and-or and or-and gates at about a tenth.
- The run puts the average size of a mapped cell at a little over 10 um^2.
- The run gives the largest area contributor in the synthesized netlist as dfrtp_1.

Global routing:
- The run puts the wire length of the first global-routing pass at 7240 um.
- The run gives the global routing usage summed across all routing layers as approximately a tenth.
- The run puts the largest net degree at the start of global routing at 40.
- The run puts the number of global-route vias before repair at 1,582.
- The run gives the residual overflow from global routing as 0.
- The run gives the number of antenna violations at the first check in global routing as 0.

Critical path:
- STA classifies the critical path endpoint as an output pin.
- The report lists the cells along the critical path as clkdlybuf4s50_1, clkdlybuf4s50_1.
- By startpoint and endpoint, the worst setup path is classified as primary input to output pin.
- The run gives the dominant cell type by count on the critical path as clkdlybuf4s50_1.
- On the worst path, the slowest cell contributes a delay of 0.52 ns.
- On the critical path the largest part of the delay comes from buffers and inverters.
- The run gives the startpoint kind of the worst setup timing path as a primary input.
- On the critical path the data arrives at 1.69 ns.
- STA puts the critical path data required time at 2.80 ns.
- The run gives the buffers plus inverters on the worst setup path as 2.
- The slowest stage of the critical path belongs to the cell clkdlybuf4s50_1.
- The run gives the critical-path maximum fanout as 4.

STA:
- The run gives the number of register pins that no clock reaches as 20.
- Based on the critical path, the design can be clocked at up to 0.419 GHz.
- The run gives the share of the cycle needed by the critical path after routing as 68.2%.
- The final layout reports a setup TNS of 0 ns.
- Setup repair after global routing left no endpoint under its margin.
- The run gives the clock skew as 0.00494 ns.
- The run puts the setup violation total in the final timing report at 0.
- Across all setup checks in the final design, the least slack found is 1.11 ns.
- Looking at the max-slew report, the worst-margin pin has a slew of approximately 0.6 ns.
- The max-slew check reports its worst relative slack as 59.8%.
- The run gives the count of endpoints without a timing constraint as 53.
- The run gives the number of failing hold endpoints at the final stage as 0.
- The run puts the final-layout worst hold slack at 0.497 ns.
- The run gives the number of slew-limit violations in the final report as 0.
- The run puts the post-route minimum period at around 2.4 ns.

Power:
- The run puts the maximum vdd drop at 0.000148 V.
- The run gives the standby leakage power as 1.15 nW.
- After layout, the design draws a total of 813 uW.
- The run puts the cell area power density at 273 nW/um^2.

Job:
- The run puts the number of OpenROAD warnings at 25.
- The run puts the number of max-cap violations at 0.

Die:
- The run puts the number of placement rows at 33.
- The run gives the overall die width as between 90 and 100 um.
- For this configuration, the core starts out at a cell density of 31.2%.
- The run puts the area of the placeable core at 8260 um^2.
- The run puts the I/O pin count at 56.
- The overall die size recorded for this design is about 9000 um^2.
- The run puts the die extent in y at 94.7 um.

Final layout:
- The run gives the post-layout utilization of the core as 36.1%.
- The run puts the final instance area at 2980 um^2.
- The run gives the layout overhead on the synthesized area as 15.6%.
- The run puts the final instance count without filler cells at 380.
- The run puts the fraction of layout cells with a size suffix above 1 at under 10%.

Hold path:
- The run gives the class of the tightest hold or removal check as flop to flop.
area by class of cell:
cell class | instances | area, um^2
clock buffer | 6 | 72.6
clock inverter | 2 | 10.0
fill | 813 | 5280
inverter | 11 | 41.3
multi-input combinational | 157 | 1010
sequential | 53 | 1260
tap | 105 | 131
timing repair buffer | 46 | 455
state kept, by name, indices dropped and copies added, names as in the netlist:
signal                  flops
clk_div_inst.clk_div        1
fsm_inst.last_sw           10
fsm_inst.current_state      6
fsm_inst.HEX1               3
fsm_inst.HEX4               1
clk_div_inst.count         32
cells in the final DEF (no fill, tap or decap), types with 3 or more instances in the layout:
cell type	instances
a211oi_1	9
nor2_1	6
o21ai_0	5
dfrtp_1	38
or3_1	5
nand2_1	9
or2_2	4
and4_1	3
clkdlybuf4s50_1	44
dfxtp_1	14
or4_1	4
nand3_1	8
xnor2_1	11
xor2_1	3
nand4_1	5
nand2b_1	9
nor4_1	5
o31ai_1	5
clkbuf_8	5
conb_1	18
inv_1	11
nor3_1	22
worst paths after layout:
kind | slack, ns | from | end | cells after the start
worst max-delay path | 1.11 | SW[9] | LEDR[9] | 2
worst min-delay path | 0.50 | clk_div_inst.count[0] | clk_div_inst.count[0] | 1
worst max register to register | 1.32 | clk_div_inst.count[7] | clk_div_inst.count[23] | 4
worst min register to register | 0.50 | clk_div_inst.count[0] | clk_div_inst.count[0] | 1
max in group asynchronous | 2.22 | SW[9] | clk_div_inst.count[14] | 3
min in group asynchronous | 0.92 | SW[9] | clk_div_inst.count[26] | 3
metal layers:
layer / part of all wire (%) / vias up / GRT usage [%]
met4: 0.99 / 0 / 1.64
met1: 48 / 815 / 15.0
met3: 5.7 / 4 / 1.63
met5: 0 / - / 0
met2: 45 / 53 / 16.5
li1: - / 880 / -
cells by family (layout without fill, tap and decap cells):
group | Yosys count | in the layout
and+or+nand+nor | 90 | 90
adders and majority gates | 1 | 1
xor gates and xnor gates | 14 | 14
DFF | 53 | 53
other | 2 | 18
AOI/OAI and AO/OA | 34 | 34
buffers and inverters | 57 | 65
power by group:
part           leakage (nW)  internal, mW  switching [mW]  total (mW)
clock network        0.0450         0.138           0.139       0.277
registers             0.641         0.444          0.0197       0.464
logic                 0.463        0.0479          0.0244      0.0723
worst register-to-register path, stage by stage (launching register included):
cell      delay [ns]
dfrtp_1         0.48
nand4_4         0.18
or4_1           0.70
or4_4           0.53
a211oi_2        0.21
Power and IR drop assume default switching activity.
